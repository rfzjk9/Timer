### design.v
module negetiveTimer(
  input wire clk,
  input wire rst,
  input SW,
  input button2,
  input rstButton2,
  input [5:0] button_i,
  output[23:0] timeBus,
  output neg_alarm_s
);
  reg [5:0] seconds_internal;
  reg [5:0] minutes_internal;
  reg [4:0] hours_internal;
  reg button_temp_n;
  always @(posedge button2)
  begin if(SW) begin
  if(button_temp_n) button_temp_n = 0;  else button_temp_n = 1; end end
  always @(posedge clk or negedge rst) begin
     if (~rst) begin
      seconds_internal <= 0;
      minutes_internal <= 0;
      hours_internal <= 0; end 
	 else if(rstButton2) begin
      seconds_internal <= 0;
      minutes_internal <= 0;
      hours_internal <= 0; 	 
	 end
	 else begin
		if(button_temp_n) begin
			if (seconds_internal == 6'b000000) begin
			  seconds_internal <= 6'b111011;
			  minutes_internal <= minutes_internal - 1;
				if (minutes_internal == 6'b000000) begin
				  minutes_internal <= 6'b111011;
				  hours_internal <= hours_internal - 1;
					if (hours_internal == 5'b00000) begin
						hours_internal <= 5'b00000;
						minutes_internal <= 6'b000000;
						seconds_internal <= 6'b000000;
					end else begin
						hours_internal <= hours_internal - 1;
						end
				end else begin
				  minutes_internal <= minutes_internal - 1;
				end
			end else begin
			  seconds_internal <= seconds_internal - 1;
			end end
		else begin
			case(button_i)
				6'b100000: begin if(hours_internal<23) hours_internal <= hours_internal + 1; else hours_internal <= 0; end
				6'b010000: begin if(hours_internal>0) hours_internal <= hours_internal - 1; else hours_internal <= 23; end
				6'b001000: begin if(minutes_internal<59) minutes_internal <= minutes_internal + 1; else minutes_internal <= 0; end
				6'b000100: begin if(minutes_internal>0) minutes_internal <= minutes_internal - 1; else minutes_internal <= 59; end
				6'b000010: begin if(seconds_internal<59) seconds_internal <= seconds_internal + 1; else seconds_internal <= 0; end
				6'b000001: begin if(seconds_internal>0) seconds_internal <= seconds_internal - 1; else seconds_internal <= 59; end
				endcase end
    end
  end
  assign timeBus = {3'b000, hours_internal, 2'b00, minutes_internal, 2'b00, seconds_internal};
  assign neg_alarm_s = (button_temp_n && seconds_internal == 6'b000000 && minutes_internal == 6'b000000 && hours_internal == 5'b00000)?1:0;
endmodule
### run.sh
#!/bin/bash
# OpenROAD 26Q1-2900-gdf79404cd8, Yosys 0.63+post, stock flow scripts
make -C /OpenROAD-flow-scripts/flow DESIGN_CONFIG=/design/flow/config.mk WORK_HOME=/design/flow/orfs finish
### config.mk
export PLATFORM = sky130hd
export DESIGN_NAME = negetiveTimer
export DESIGN_NICKNAME = negetiveTimer
export VERILOG_FILES = /design/flow/design.v
export SDC_FILE = /design/flow/constraint.sdc
export NUM_CORES = 4
export LEC_CHECK = 1
export CORE_AREA = 10 10 103 103
export DIE_AREA = 0 0 113 113
### constraint.sdc
current_design negetiveTimer

set clk_period 4.1
set clk_io_pct 0.2

create_clock -name clk0 -period $clk_period [get_ports {button2}]
create_clock -name clk1 -period $clk_period [get_ports {clk}]

set non_clock_inputs [all_inputs -no_clocks]
set_input_delay [expr $clk_period * $clk_io_pct] -clock clk0 $non_clock_inputs
set_output_delay [expr $clk_period * $clk_io_pct] -clock clk0 [all_outputs]
==> results.cfg <==
; generated from flow reports
[critical_path]
r2r-end = minutes_internal[2]
r2r_cells = 6
cp.arrival_ns = 2.44
crit_fanout = 9
crit_family = simple AND/OR/NAND/NOR gates
path_buffers = 2
startpoint_type = flip-flop
required_ns = 3.28
cp-end-kind = output port
r2r_setup_slack_ns = 1.84
criticalPathCategory = reg -> out
worstPathCellList = inv_1, ha_1, nor3b_1, and2b_2, and3_4, clkdlybuf4s50_1
cpMaxStageDelayCell = dfrtp_1
critPathMaxStageDelay_ns = 0.48
rr_startpoint = seconds_internal[0]

[cts]
post_cts_resized = 0
cts_tree = done
numCtsBuffers = 3
cts_buffer_depth = 2
path_clk_slew_ns = 0.07
postCtsHoldBufs = 0
htreeDepth = 1
cts_setup_buffers = 0
cts_root_buf = clkbuf_8

[detailed_routing]
viasPerCell = 4.98
wl_mm = 5.16
drtPass1Iterations = 4
wl_per_cell_microns = 14.2
ant_nets = 0
via_count = 1813
initialDrtViolationCount = 207
drc = 0
antenna_cells = 0

[hold_path]
min_from = button_temp_n
whs_path_depth = 2
hold_class = reg -> reg
min_to = hours_internal[1]

[yosys]
most_common_cell = nor2_1
ys_async_sr_fraction_pct = 94.4
ff_type = dfrtp_1
ys_area_sq_mm = 0.00187
edf_count = 1
ys_seq_share_pct = 24.3
synthCells = 241
top_cells_by_count = nor2_1 (29), dfrtp_1 (17), o21ai_0 (17), nand2_1 (15)
ys_seq_elements = 18
yosysTopAreaCell = dfrtp_1
syn_avg_cell_area_sq_um = 7.78
netlist_area_sq_mm = 0.00187
topCellsByArea = dfrtp_1 (23%), nor2_1 (5.8%), ha_1 (4.7%)
yosys_cells = 241
ys.warnings.count = 1
ys_types = 63
yosysTopAreaCellShare_pct = 22.7

[grt]
grt_max_degree = 18
grt_use_total_pct = 7.79
grt_overflow = 0
antenna_found_initial = 0
grt_pass1_vias = 1669
grt_first_pass_wirelength_mm = 8.51

[power_and_ir_drop]
p_int_mw = 0.699
p_per_area_mw_per_mm2 = 582
p_seq_share_pct = 30.6
comb_power_share_pct = 59.2
ir_worst_vdd_mv = 0.192
p_sw_mw = 0.587
p_sw_share_pct = 45.6
p_leak_nw = 0.886
p_total_mw = 1.29
clkPwrFrac_pct = 10.2

[sta]
rsz0062_at_grt = no
slew_violations = 0
skew_ns = 0.00464
worst_pin_slew_ns = 0.947
relSlewSlack_pct = 36.4
whs_ns = 0.620
setup_tns_ns = 0
setup_violations = 0
hold_violations = 0

[finish]
final_util_pct = 26.6
area_growth_syn_to_layout_pct = 17.8
drive_gt1_share_pct = 8.49
fin_cells = 364

[floorplanning]
die_w_microns = 113
fp_util_pct = 22.6
dieArea_sq_mm = 0.0128
io_pins = 36
placement_rows = 33
die_y_microns = 113
core_sq_mm = 0.00830

[place]
placedCellCount = 360
port_buffers = 27
gp_congestion = 0.897
dpl.hpwl_mm = 3.89

[status]
status = complete, no violations

[job]
cap_violations = 0
warning_count = 31
## area by class of cell
class	instances	area, sq um
Clock buffer	4	45.0
Fill cell	875	6090
Inverter	13	48.8
Multi-Input combinational cell	195	1240
Sequential cell	18	455
Tap cell	105	131
Timing Repair Buffer	29	285
## worst min-delay path, delay by kind of cell, from the launching register on
kind,cells,cell delay [ns]
AND-OR/OR-AND,2,0.30
flip-flops,1,0.54
## cell families after synthesis
| logic type | count (synthesis) | synth area share (%) |
|---|---|---|
| DFF | 18 | 24.3 |
| and+or+nand+nor | 96 | 28.1 |
| xor gates and xnor gates | 14 | 6.54 |
| adders and majority gates | 7 | 4.67 |
| other | 1 | 0.200 |
| buffers and inverters | 34 | 10.7 |
| AOI/OAI and AO/OA | 71 | 25.5 |
## cell usage in the layout, fill, tap and decap left out, types with 2 or more instances in the layout
cell,count
a21oi_1,12
a22o_1,4
a31oi_1,13
and3_1,3
and3_2,2
buf_4,2
clkbuf_8,3
clkdlybuf4s50_1,27
conb_1,7
dfrtp_1,17
ha_1,7
inv_1,13
nand2_1,15
nand2b_1,3
nand3_1,11
nor2_1,29
nor2b_1,2
nor3_1,8
nor3_2,2
nor3b_1,2
nor4_1,3
o21ai_0,17
o22ai_1,4
o31ai_1,3
or2_2,2
xnor2_1,10
xor2_1,4
## power by group through the flow
stage     combinational (mW)  clock (mW)  sequential (mW)
4_1_cts                0.762       0.139            0.391
5_1_grt                0.855       0.147            0.411
6_report               0.761       0.131            0.393
## metal layers
layer  wire [microns]  vias up  global-route usage, %
met2             2270       84                   11.8
met1             2350      835                   11.1
met4               18        0                  0.423
li1                 -      892                      -
met3              522        2                   2.56
met5                0        -                      0
## state kept, by name, indices dropped and copies added (netlist names)
name and flops:
hours_internal 5, button_temp_n 1, minutes_internal 6, seconds_internal 6
## per-stage QoR
step / cell area, sq um / setup WS (ns)
2_1_floorplan: 1900 / 1.77
3_3_place_gp: 2160 / 1.17
3_5_place_dp: 2160 / 1.14
4_1_cts: 2210 / 0.842
5_1_grt: 2210 / 0.718
6_report: 2210 / 0.842
## how the worst max path moves through the flow
stage	startpoint	to	slack, ns	cells past startpoint
global route	hours_internal[0]	neg_alarm_s	0.72	6
CTS	minutes_internal[0]	neg_alarm_s	0.84	6
finish	hours_internal[0]	neg_alarm_s	0.84	6
No activity file was given, so power comes from the tool's default toggle rates.
