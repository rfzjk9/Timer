**flow/design.v**
```verilog
module b2bcd(
	input	[7:0]	bin_in,
	output	[7:0]	bcd_out
    );
reg [3:0] ones;
reg [3:0] tens;
integer i;
always @(*) begin
	ones=4'd0;
	tens=4'd0;
	for(i=7;i>=0;i=i-1) begin
		if (ones >= 4'd5) ones = ones+4'd3;
		if (tens >= 4'd5) tens = tens+4'd3;
		tens={tens[2:0],ones[3]};
		ones={ones[2:0],bin_in[i]};
	end
end	
assign bcd_out={tens, ones};
endmodule
`timescale 1ns / 1ps
module bus2b(bus,num,clk1000,wx,rst);
	input clk1000, rst;
	input[23:0] bus;
	output reg[3:0] num;
	output reg[7:0] wx;
	wire[7:0] hp,mp,sp;
	reg[2:0] Opt;
	b2bcd bcdh(bus[23:16],hp);
	b2bcd bcdm(bus[15:8],mp);
	b2bcd bcds(bus[7:0],sp);
	always @(posedge clk1000 or negedge rst) begin
	if (~rst) begin num = 10; Opt = 0; end
	else begin
		if(Opt>=7) Opt=0;
		else Opt = Opt + 1;
		case(Opt)
			3'd0:begin num=hp[7:4]; wx=8'b0111_1111; end
			3'd1:begin num=hp[3:0]; wx=8'b1011_1111; end
			3'd2:begin num=4'b1111; wx=8'b1101_1111; end
			3'd3:begin num=mp[7:4]; wx=8'b1110_1111; end
			3'd4:begin num=mp[3:0]; wx=8'b1111_0111; end
			3'd5:begin num=4'b1111; wx=8'b1111_1011; end
			3'd6:begin num=sp[7:4]; wx=8'b1111_1101; end
			3'd7:begin num=sp[3:0]; wx=8'b1111_1110; end
			endcase end end
endmodule
```
**flow/run.sh**
```bash
#!/bin/bash
# OpenROAD 26Q1-2900-gdf79404cd8, Yosys 0.63+post, stock flow scripts
make -C /OpenROAD-flow-scripts/flow DESIGN_CONFIG=/design/flow/config.mk WORK_HOME=/design/flow/orfs finish
```
**flow/config.mk**
```make
export PLATFORM = sky130hd
export DESIGN_NAME = bus2b
export DESIGN_NICKNAME = bus2b
export VERILOG_FILES = /design/flow/design.v
export SDC_FILE = /design/flow/constraint.sdc
export NUM_CORES = 4
export LEC_CHECK = 1
export CORE_UTILIZATION = 40
```
**flow/constraint.sdc**
```tcl
current_design bus2b

set clk_period 2.0
set clk_io_pct 0.2

create_clock -name clk0 -period $clk_period [get_ports {clk1000}]

set non_clock_inputs [all_inputs -no_clocks]
set_input_delay [expr $clk_period * $clk_io_pct] -clock clk0 $non_clock_inputs
set_output_delay [expr $clk_period * $clk_io_pct] -clock clk0 [all_outputs]
```
==> flow_summary.ini <==
; synthesis and place-and-route metrics
[synthesis]
avgSynthCellArea_um2 = 7.80
ys_sh_aoi_pct = 27.4
simple_gate_share_pct = 23.1
async_flop_share_pct = 46.7
synth_seq_share_pct = 12.9
synth_top_flop_cell = edfxtp_1
netlist_instances = 417
xor_share_pct = 4.04
synth_top_cell_by_area = ha_1
synth-edff-count = 8
mappedNetlistArea_mm2 = 0.00325
yosys_area_mm2 = 0.00325
ys_types = 76
top_cell = ha_1
yosys_warnings = 2
mux_share_pct = 9.70
ys_top_cells_by_count = ha_1 (43), inv_1 (42), nor2_1 (33), a21oi_1 (25), nand2_1 (25)
yosys-top-cells-area = ha_1 (17%), edfxtp_1 (7.4%), mux2i_1 (6.2%)
top_logic_kind = AND-OR/OR-AND gates
top_cell_area_share_pct = 16.6
yosysCellCount = 417
ys_ff = 15
fa_ha_area_share_pct = 16.6

[detailed_routing]
wirelength_um = 9420
vias = 3967
viasPerCell = 5.22
diodes = 0
drcViolationCount = 0
firstDrtPassIters = 4
drt_iter0_markers = 145
ant_nets = 0
wl_per_cell_um = 12.4

[setup_path]
cp_max_fo = 3
cp_data_required_time_ns = 2.17
reg2reg_slack_ns = -0.36
critPathArrivalTime_ns = 4.98
worstSetupPathType = input pin to flip-flop
worst_setup_path_start_kind = input pin
r2r_start = Opt[0]$_DFF_PN0_
worst-r2r-cell-count = 9
timing.rr.end = num[1]$_DFF_PN1_
crit_end = num[1]$_DFF_PN1_
cp-end-kind = flip-flop
startpoint = bus[13]

[floorplan]
rows = 32
fp.dieW_um = 92.1
coreArea_mm2 = 0.00781
fp_util_pct = 41.6
dieArea_mm2 = 0.00849
boundaryPins = 38
chipHeight_um = 92.1

[cts]
cts_root_buf = clkbuf_8
cts_buffer_depth = 2
htreeDepth = 1
clock_latency_ns = 0.24
cts.clk_slew.worst_paths_ns = 0.06
cts_tree = done
cts.sinks = 15
cts.hold.buffers_added = 0
numCtsBuffers = 3

[sta]
max_slew_margin_pct = 67.0
finalSetupViolations = 4
finalWorstSetupSlack_ns = -2.81
fin_crit_ns = 4.81
post-route-period-util_pct = 241
skew_ns = 0.00120
tightest_slew_ns = 0.494
final_max_slew_viol_count = 0
finalHoldViolCount = 0
rsz0062_at_grt = true
max_freq_ghz = 0.208

[power_and_ir_drop]
p_total_w = 0.00352
irDropWorstVdd_uv = 374
powerDensity_mw_per_mm2 = 614
p_leak_nw = 2.71

[placement]
hpwl_um = 7250
place.port_buffers = 37
place_congestion = 0.953

[grt]
grt_max_degree = 12
grt_usage_pct = 23.4
antenna_found_initial = 0
grt_pass1_wl_um = 16600
overflow = 0
grt_pass1_vias = 3856

[finish]
flop_area_um2 = 418
drive_gt1_share_pct = 48.3
mi_logic_area_mm2 = 0.00301
area_growth_pct = 76.1
final_util_pct = 73.3
num-fill-cells = 548

[run]
tool_warnings = 45
drv_cap = 0

[min_path]
hold_class = input pin to async pin

[outcome]
violations = negative setup slack
status = finished, violations left
## state kept, by name (all words and copies together), names as in the netlist
| signal | flops |
|---|---|
| wx | 8 |
| num | 4 |
| Opt | 3 |
## area by class of cell
class / count / area share [%]
well taps: 102 / 2.23
flip-flops and latches: 15 / 7.30
inverters: 42 / 2.86
repair buffers: 248 / 34.3
clock buffers: 4 / 0.787
multi-input cells: 349 / 52.5
## kinds of logic after synthesis
logic type,after synthesis
adders and majority gates,43
DFF,15
xor gates and xnor gates,15
and+or+nand+nor,141
muxes,29
buffers and inverters,53
AOI/OAI and AO/OA,121
## timing repair
action / CTS / global route
gates resized: 67 / 11
buffers inserted: 30 / 1
setup endpoints to repair: 4 / 6
pin swaps: 37 / 5
## cells in the final DEF (no fill, tap or decap), types with 11 or more instances in the layout
cell type,instances
o21ai_0,11
nor2_1,29
a21oi_1,21
mux2i_1,17
nand3_1,11
inv_1,34
buf_4,208
clkdlybuf4s50_1,30
nor3_1,12
nand2_1,24
ha_1,23
ha_2,16
## per-stage QoR
step / hold slack [ns] / setup WS (ns) / area [um2] / TNS (ns) / instances
after floorplan: 0.104 / -3.01 / 3390 / -11.30 / 417
after CTS: 0.490 / -2.77 / 5670 / -10.57 / 759
after global placement: 0.669 / -3.51 / 5190 / -13.57 / 725
final: 0.491 / -2.81 / 5720 / -10.76 / 760
after detailed placement: 0.673 / -3.59 / 5190 / -13.93 / 725
after global routing: 0.494 / -3.02 / 5720 / -11.65 / 760
## worst max-delay path, stage by stage
cell	delay [ns]
buf_6	0.10
clkinvlp_4	0.07
ha_4	0.12
inv_2	0.04
ha_4	0.15
a21oi_4	0.14
xnor2_2	0.15
ha_2	0.21
and2b_2	0.20
nor4_4	0.05
or4_4	0.55
ha_4	0.17
nand2b_4	0.14
a2bb2oi_2	0.13
o211ai_2	0.23
buf_4	0.17
mux2i_4	0.21
a21boi_2	0.20
mux2i_2	0.28
inv_1	0.07
ha_2	0.19
a221o_1	0.32
nand2_2	0.09
xor2_1	0.06
a211o_1	0.26
o32a_1	0.28
## report_power, final
part	switching, W	internal (W)	leakage (nW)
registers	0.0000163	0.000384	0.165
clock network	0.0000998	0.000141	0.0228
logic	0.00121	0.00166	2.52
## routing by layer
metal | routed length (um) | vias up | global-route usage (%)
met5 | 0 | - | 0
met4 | 57 | 0 | 1.04
met3 | 289 | 6 | 0.928
met2 | 4340 | 77 | 40.7
met1 | 4730 | 1833 | 34.1
li1 | - | 2051 | -
## worst min path at each step
stage                 depth (start not counted)  startpoint                to
after CTS                                     1         rst  num[2]$_DFF_PN0_
after global routing                          1         rst  num[2]$_DFF_PN0_
final                                         1         rst  num[2]$_DFF_PN0_
Power and IR drop assume default switching activity.
